File: design/flow/config.mk
export PLATFORM = sky130hd
export DESIGN_NAME = BE
export DESIGN_NICKNAME = BE
export VERILOG_FILES = /design/flow/design.v
export SDC_FILE = /design/flow/constraint.sdc
export NUM_CORES = 4
export LEC_CHECK = 1
export CORE_UTILIZATION = 40
File: design/flow/constraint.sdc
current_design BE

set clk_period 13.9
set clk_io_pct 0.2

create_clock -name clk0 -period $clk_period [get_ports {clk}]

set non_clock_inputs [all_inputs -no_clocks]
set_input_delay [expr $clk_period * $clk_io_pct] -clock clk0 $non_clock_inputs
set_output_delay [expr $clk_period * $clk_io_pct] -clock clk0 [all_outputs]
File: design/flow/design.v
`timescale 1ns / 1ps
`timescale 1ns / 1ps
module TC(
    input clk,
    input reset,
    input [31:2] Addr,
    input WE,
    input [31:0] Din,
    output [31:0] Dout,
    output IRQ
    );
	reg [1:0] state;
	reg [31:0] mem [2:0];
	reg _IRQ;
	assign IRQ = mem[0][3] & _IRQ;
	assign Dout = mem[Addr[3:2]];
	wire [31:0] load = Addr[3:2] == 0 ? {28'h0, Din[3:0]} : Din;
	integer i;
	always @(posedge clk) begin
		if(reset) begin
			state <= 0; 
			for(i = 0; i < 3; i = i+1) mem[i] <= 0;
			_IRQ <= 0;
		end
		else if(WE) begin
			mem[Addr[3:2]] <= load;
		end
		else begin
			case(state)
				2'b00 : if(mem[0][0]) begin
					state <= 2'b01;
					_IRQ <= 1'b0;
				end
				2'b01 : begin
					mem[2] <= mem[1];
					state <= 2'b10;
				end
				2'b10  : 
					if(mem[0][0]) begin
						if(mem[2] > 1) mem[2] <= mem[2]-1;
						else begin
							mem[2] <= 0;
							state <= 2'b11;
							_IRQ <= 1'b1;
						end
					end
					else state <= 2'b00;
				default : begin
					if(mem[0][2:1] == 2'b00) mem[0][0] <= 1'b0;
					else _IRQ <= 1'b0;
					state <= 2'b00;
				end
			endcase
		end
	end
endmodule
module BE(
    input clk,
    input reset,
    input [31:0] VAdd,
    input [3 :0] CPUByteEn,
    input [31:0] WD,
    input [31:0] DMout,
    output [31:0] DMAdd,
    output [31:0] TC1Add,
    output [31:0] TC2Add,
    output [3:0] DMByteEn,
    output TC1WE,
    output TC2WE,
    output [31:0] BEOut,
    output [1:0] HWInt_BE
);
    assign DMAdd = (|DMByteEn) ? VAdd : 0;
    assign TC1Add = (VAdd >= 32'h0000_7f00 && VAdd <= 32'h0000_7f0b) ? {VAdd[31:2],2'b0} : 0;
    assign TC2Add = (VAdd >= 32'h0000_7f10 && VAdd <= 32'h0000_7f1b) ? {VAdd[31:2],2'b0} : 0;
    assign HWInt_BE = {IRQ2, IRQ1};
    assign DMByteEn = (VAdd < 32'h3000) ? CPUByteEn : 0;
    assign TC1WE = (&CPUByteEn && VAdd >= 32'h0000_7f00 && VAdd <= 32'h0000_7f0b);
    assign TC2WE = (&CPUByteEn && VAdd >= 32'h0000_7f10 && VAdd <= 32'h0000_7f1b);
    wire [31:0] TC1Out, TC2Out;
    assign BEOut = (VAdd < 32'h3000)                                ? DMout :
                   (VAdd >= 32'h0000_7f00 && VAdd <= 32'h0000_7f0b) ? TC1Out:
                   (VAdd >= 32'h0000_7f10 && VAdd <= 32'h0000_7f1b) ? TC2Out:
                   0;
    TC TC1(
        .clk(clk),
        .reset(reset),
        .Addr(VAdd[31:2]),
        .WE(TC1WE),
        .Din(WD),
        .Dout(TC1Out),
        .IRQ(IRQ1)
    );
    TC TC2(
        .clk(clk),
        .reset(reset),
        .Addr(VAdd[31:2]),
        .WE(TC2WE),
        .Din(WD),
        .Dout(TC2Out),
        .IRQ(IRQ2)
    );
endmodule
File: design/flow/run.sh
#!/bin/bash
# OpenROAD 26Q1-2900-gdf79404cd8, Yosys 0.63+post, stock flow scripts
make -C /OpenROAD-flow-scripts/flow DESIGN_CONFIG=/design/flow/config.mk WORK_HOME=/design/flow/orfs finish
==> run summary <==
FF-to-FF Start - TC1.mem[2][15]
Worst Path Max Fanout - 44
Leakage power - 6.96 nW
1st-iter DRT viols - 731
Sequential power share - 48.0%
Buffer-and-inverter tally for the worst setup path - 4
WP data arrival - 5.76 ns
Die Y - 196 um
Post-Syn Area - 15000 um2
FMAX - 117 MHz
Clk slew on worst S/H paths - 0.06 ns
Number of OpenROAD warnings - 27
Hold_sp - TC1.state[3]
Worst-margin pin slew - 0.883 ns
Number of remaining DRC errors - 0
Combinational Area - 6870 um2
Top cell type by total area after synthesis - edfxtp_1
Cycle use final - 61.5%
Placer Congestion - 0.913
Max-slew headroom - 40.6%
Yosys cell count - 1306
H-tree levels - 1
Top-area cell share - 51.2%
Final hold vios - 0
DP Worst Slack - 5.37 ns
I/O pin count - 238
Hold Path Class - flop to flop
Vias - 11200
Setup slack after layout - 5.36 ns
Final wirelength - 45400 um
FP Util - 40.8%
Crit-path cells - clkdlybuf4s50_1, nand4b_1, a2111o_1, a2111o_1, buf_4, nand2b_1, inv_2, and2_1, clkdlybuf4s50_1
Vias per std cell - 5.38
Reg2Reg Capture Point - TC1.mem[1][23]
Internal power - 1.53 mW
Count leader, synth - edfxtp_1
Yosys reg bits - 266
# rows - 70
Worst hold margin - 0.504 ns
Resized cells post-CTS - 0
Ys Warns - 3
Filler Cell Count - 3216
Post-synthesis sequential area ratio - 52.5%
Gate power share - 11.2%
R2r setup slk - 10.66 ns
Worst Skew - 0.0154 ns
Pre-antenna DRT Iters - 5
Crit path capture type - output pin
FF-to-FF path depth - 7
Worst Setup Start Kind - primary input
Final tally of max-slew violations - 0
Reg area - 7890 um2
DR WL/cell - 21.8 um
First-pass GRT wire length - 68800 um
Clk network pwr share - 40.8%
Port bufs - 174
Chip width - 196 um
Yosys chip area - 15000 um2
RSZ-0062 raised after global routing - no
Syn_area_per_cell - 11.5 um2
Critical path's largest stage delay - 0.46 ns
Root buffer cell - clkbuf_16
Hold buffers post-CTS - 0
Peak supply drop - 81.0 uV
DP Wirelength - 31400 um
Clock buffer depth - 3
Post-route ant nets - 0
Slowest stage cell, crit path - clkdlybuf4s50_1
GRT Overall Usage - 25.8%
Worst-skew pair later-pin latency - 0.56 ns
EDFF count, synth - 256
Largest cells by area - edfxtp_1 (51%), mux4_2 (9.4%), nor2_1 (5.4%)
End point of the worst hold path - TC1.state[0]
Die area - 38300 um2
Vias in the first global route - 11300
Ys async rst share - 0%
Core Region - 36800 um2
CP required - 11.12 ns
Delay-heaviest family, CP - buffers and inverters
Commonest cells in the synthesized netlist - edfxtp_1 (256), nor2_1 (215), nand2_1 (113)
Setup CP Type - primary input to output pin
CTS Buf Count - 30
Status - complete, no violations
TritonCTS clock tree - built
Switch Pwr - 0.475 mW
Cells on Worst Hold Path - 2
Max-Cap Viols - 0
Syn Inst Count - 1306
Most common reg cell - edfxtp_1
Post-CTS Setup Inserts - 0
Final min period - 8.54 ns
Antenna violations before repair - 1
Power per cell area - 108 nW/um2
Tot Pwr - 2.00 mW
GR Overflow Total - 0
Final setup fails - 0
Pin count of the biggest net entering global routing - 58
Sw Share - 23.7%
Synth cell types - 77
Layout cells sized above 1 - 11.5%
CTS Sinks - 266
Area Overhead vs Synth - 23.1%
Final setup TNS - 0 ns
[layout make-up]
class,instances,share of cell area (%)
diodes,1,0.0135
clock buffers,35,4.28
clock inverters,18,1.21
inverters,31,0.629
multi-input cells,1049,37.2
flip-flops and latches,266,42.7
well taps,468,3.17
repair buffers,210,10.9
[sequential cells by signal, indices dropped and copies added, names as in the netlist]
name	flops
TC1._IRQ	1
TC1.mem	128
TC1.state	4
TC2._IRQ	1
TC2.mem	128
TC2.state	4
[metal layers]
layer	global-route usage [%]	up-vias	part of all wire [%]
met5	0	-	0
met4	4.72	0	2.0
met3	13.0	55	12
met2	38.3	497	47
met1	36.6	5414	39
li1	-	5224	-
[placed cells by master (no fill, tap or decap), types with 10 or more instances in the layout]
master | netlist | final
nor3_1 | 48 | 46
nor2_1 | 215 | 214
mux2i_1 | 32 | 32
xor2_1 | 42 | 42
dfxtp_1 | 10 | 10
o22ai_1 | 10 | 10
a21oi_1 | 19 | 17
edfxtp_1 | 256 | 256
buf_4 | 65 | 38
and2_1 | 33 | 33
clkdlybuf4s50_1 | 0 | 172
nor4_1 | 29 | 29
o21ai_0 | 63 | 63
nand4_1 | 14 | 14
clkbuf_16 | 0 | 31
nand2_1 | 113 | 113
conb_1 | 1 | 183
o2bb2ai_1 | 18 | 18
xnor2_1 | 12 | 12
inv_1 | 29 | 29
o32a_1 | 13 | 13
mux4_2 | 63 | 63
[through the flow]
step	cell area, um2	cells	util (%)
2_1_floorplan	15700	1488	-
3_3_place_gp	17500	2024	47.5
3_5_place_dp	17500	2024	47.5
4_1_cts	18500	2077	50.3
5_1_grt	18500	2078	50.3
6_report	18500	2078	50.3
[power by group through the flow]
| stage | Combinational (mW) | Clock [mW] | Sequential, mW |
|---|---|---|---|
| CTS | 0.225 | 0.829 | 0.961 |
| finish | 0.225 | 0.817 | 0.961 |
| global route | 0.246 | 0.861 | 0.967 |
[logic make-up (layout without fill, tap and decap cells)]
family                     count (synthesis)  count (layout)  synth area share (%)
other                                      1             184                0.0250
xor gates and xnor gates                  54              54                  3.15
adders and majority gates                  4               4                 0.333
muxes                                     96              96                  11.8
DFF                                      266             266                  52.5
AOI/OAI and AO/OA                        191             191                  9.22
buffers and inverters                    173             294                  6.48
and+or+nand+nor                          521             521                  16.5
[worst max path at each step]
stage     cells past startpoint     start         to
5_1_grt                       8  VAdd[15]  DMAdd[10]
6_report                      9   VAdd[5]  TC1Add[2]
4_1_cts                       9   VAdd[5]  TC1Add[2]
[worst reg2reg max path, stage by stage (launching register included)]
cell and delay [ns]:
edfxtp_1 0.51, nor4_1 0.51, nand3_2 0.39, or4_4 0.66, o21ai_4 0.13, buf_4 0.40, o32a_1 0.31, nor2_1 0.07
No activity file was given, so power comes from the tool's default toggle rates.
