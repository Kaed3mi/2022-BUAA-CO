[design/flow/run.sh]
#!/bin/bash
# OpenROAD 26Q1-2900-gdf79404cd8, Yosys 0.63+post, stock flow scripts
make -C /OpenROAD-flow-scripts/flow DESIGN_CONFIG=/design/flow/config.mk WORK_HOME=/design/flow/orfs finish
[design/flow/constraint.sdc]
current_design CU

set clk_period 4.9
set clk_io_pct 0.2

create_clock -name clk0 -period $clk_period

set non_clock_inputs [all_inputs -no_clocks]
set_input_delay [expr $clk_period * $clk_io_pct] -clock clk0 $non_clock_inputs
set_output_delay [expr $clk_period * $clk_io_pct] -clock clk0 [all_outputs]
[design/flow/design.v]
`timescale 1ns / 1ps
module CU(
    input [31:0] instr,
    output [4:0] rs,
    output [4:0] rt,
    output [4:0] rd,
    output [15:0] imm,
    output [25:0] addr,
    output load,
    output store,
    output r_cal,
    output i_cal,
    output branch,
    output jump,
    output j_r,
    output IMM_EXT_TYPE,
    output MemtoReg,
    output MemWrite,
    output [31:0] ALUControl,
    output [2:0] ALUSrcA,     
    output [2:0] ALUSrcB,
    output [1:0] RF_write_data_sel,
    output [4:0] RF_write_addr,
    output [1:0] mem_len_type, 
    output RegWrite
    );
    wire [5:0] opcode = instr[31:26],
               func = instr[5:0];
    assign rs = instr[25:21],
           rt = instr[20:16],
           rd = instr[15:11],
           imm = instr[15:0],
           addr = instr[25:0];
    wire lb    = (opcode == 6'b100000   );
    wire lbu   = (opcode == 6'b100100  );
    wire lh    = (opcode == 6'b100001   );
    wire lhu   = (opcode == 6'b100101  );
    wire lw    = (opcode == 6'b100011   );
    wire sb    = (opcode == 6'b101000   );
    wire sh    = (opcode == 6'b101001   );
    wire sw    = (opcode == 6'b101011   );
    wire add   = (r_cal && func == 6'b100000  );
    wire addu  = (r_cal && func == 6'b100001 );
    wire sub   = (r_cal && func == 6'b100010  );
    wire subu  = (r_cal && func == 6'b100011 );
    wire mult  = (r_cal && func == 6'b011000 );
    wire multu = (r_cal && func == 6'b011001);
    wire div   = (r_cal && func == 6'b011010  );
    wire divu  = (r_cal && func == 6'b011011 );
    wire slt   = (r_cal && func == 6'b101010  );
    wire sltu  = (r_cal && func == 6'b101011 );
    wire sll   = (r_cal && func == 6'b000000  );
    wire srl   = (r_cal && func == 6'b000010  );
    wire sra   = (r_cal && func == 6'b000011  );
    wire sllv  = (r_cal && func == 6'b000100 );
    wire srlv  = (r_cal && func == 6'b000110 );
    wire srav  = (r_cal && func == 6'b000111 );
    wire And   = (r_cal && func == 6'b100100  );
    wire Or    = (r_cal && func == 6'b100101   );
    wire Xor   = (r_cal && func == 6'b100110  );
    wire Nor   = (r_cal && func == 6'b100111  );
    wire addi  = (opcode == 6'b001000 );
    wire addiu = (opcode == 6'b001001);
    wire andi  = (opcode == 6'b001100 );
    wire ori   = (opcode == 6'b001101  );
    wire xori  = (opcode == 6'b001110 );
    wire lui   = (opcode == 6'b001111  );
    wire slti  = (opcode == 6'b001010 );
    wire sltiu = (opcode == 6'b001011);
    wire beq   = (opcode == 6'b000100  );
    wire bne   = (opcode == 6'b000101  );
    wire blez  = (opcode == 6'b000110 );
    wire bgtz  = (opcode == 6'b000111 );
    wire bltz  = (opcode == 6'b000001 && rt == 5'b00000);
    wire bgez  = (opcode == 6'b000001 && rt == 5'b00001);
    wire j     = (opcode == 6'b000010    );
    wire jal   = (opcode == 6'b000011  );
    wire jalr  = (r_cal && func == 6'b001001 );
    wire jr    = (r_cal && func == 6'b001000   );
    assign ALUControl = (sub | subu)   ? 4'd1  :
                        (And | andi)   ? 4'd2  :
                        (Or | ori)     ? 4'd3   :
                        (Xor | xori)   ? 4'd4  :
                        (Nor)          ? 4'd5  :
                        (sll | sllv)   ? 4'd6  :
                        (srl | srlv)   ? 4'd7  :
                        (sra | srav)   ? 4'd8  :
                        (slt | slti)   ? 4'd9  :
                        (sltu | sltiu) ? 4'd10 :
                        (lui)          ? 4'd11  :
                                         4'd0;
    assign load   = lw | lh | lhu | lbu | lb;
    assign store  = sw | sh | sb;
    assign r_cal = (opcode==6'b000000);
    assign i_cal = addi | addiu | andi | ori| xori | lui | slti | sltiu;
    assign j_r = jalr | jr;
    assign MemtoReg = load;
    assign MemWrite = store;
    assign RegWrite = load | r_cal | i_cal | jal | jalr;
    assign RF_write_data_sel = (jal|jalr) ? 2 :
                               (load)     ? 1 : 
                                            0 ; 
    assign ALUSrcB = i_cal | load | store;
    assign IMM_EXT_TYPE = (lui | ori) ? 0 : 1;
    assign RF_write_addr = (r_cal|jalr) ? rd : 
                           (jal) ? 31 :
                           (i_cal|load) ? rt :
                           0;
    assign mem_len_type = (lw | sw) ? 0 :
                          (lh | sh) ? 1 :
                          (lb | sb) ? 2 :
                          0;
endmodule
[design/flow/config.mk]
export PLATFORM = sky130hd
export DESIGN_NAME = CU
export DESIGN_NICKNAME = CU
export VERILOG_FILES = /design/flow/design.v
export SDC_FILE = /design/flow/constraint.sdc
export NUM_CORES = 4
export LEC_CHECK = 1
export CORE_AREA = 10 10 70 70
export DIE_AREA = 0 0 80 80
==> results.py <==
# Auto-generated metrics
metrics = {
    "logic_synthesis": {
        "synth_area_per_cell_um2": 6.701,
        "top_area_share_pct": 63.44,
        "synthXorXnorAreaFrac_pct": 0,
        "logic_family": "buffers and inverters",
        "yosysSeqAreaShare_pct": 0,
        "top_area_cell": "buf_4",
        "ys_area_um2": 1112,
        "synth.cellmix.compoundShare_pct": 9.224,
        "ys_warn_count": 5,
        "yosys-top-cells-area": "buf_4 (63%), nor3_1 (4.9%), a31oi_1 (3.4%)",
        "ys_sh_adder_pct": 0,
        "ys_sh_mux_pct": 1.912,
        "ys_types": 27,
        "synth_area_um2": 1112,
        "simple_gate_share_pct": 22.50,
        "yosys_cells": 166,
        "synth_cells": 166,
    },
    "clock_network": {
        "cts_setup_buffers": 0,
        "ctsResizeCount": 0,
        "ctsHoldBuffers": 0,
    },
    "pwr": {
        "p_leak_nw": 0.5624,
        "powerDensity_nw_per_um2": 61.88,
        "ir_drop_uv": 16.22,
    },
    "detailed_routing": {
        "first_iter_violations": 13,
        "vias": 975,
        "wirelength_um": 3442,
        "postRouteAntennaNets": 0,
        "antenna_cells": 0,
        "firstDrtPassIters": 4,
        "wl_per_cell_um": 14.84,
        "post-route-drc-count": 0,
        "post_drt_via_cell_ratio": 4.203,
    },
    "sta": {
        "fin_ws_ns": 0.4268,
        "layout_min_cycle_time_ns": 4.473,
        "worst_pin_slew_ns": 0.7571,
        "fmax_mhz": 223.6,
        "tns_ns": 0,
        "relSlewSlack_pct": 49.18,
        "grt_setup_unrepaired": "no",
        "setup_viol": 0,
        "hold_violations": 0,
        "maxSlewViolCount": 0,
        "min_period_over_period_pct": 91.29,
    },
    "worst_setup_path": {
        "critPathLaunchType": "primary input",
        "cpMaxStageDelayCell": "or4_1",
        "cp_cell_sequence": "clkdlybuf4s50_1, or4_1, or4_4, or3_1, o211ai_1, clkdlybuf4s50_1",
        "cpMostUsedCell": "clkdlybuf4s50_1",
        "critPathMaxFanout": 4,
        "worstPathRequired_ns": 3.92,
        "path_class": "in2out",
        "worstPathArrival_ns": 3.49,
        "end_kind": "primary output",
        "max_stage_delay_ns": 0.59,
    },
    "cells_and_area": {
        "areaGrowthSynthToFinish_pct": 27.45,
        "clkbuf_count": 0,
        "mostFrequentLayoutCell": "clkdlybuf4s50_1",
        "lay_top_cells": "clkdlybuf4s50_1 (82), conb_1 (35), nor3_1 (11)",
        "n_fill_cell": 346,
        "seq_area_um2": 0,
        "layout-drive-gt1-share_pct": 4.301,
        "design.seq.count": 0,
    },
    "global_route": {
        "grtUsageMet3_pct": 4.659,
        "grt_pass1_wl_um": 4885,
        "grtUsageTotal_pct": 9.120,
        "overflow": 0,
        "grt_antenna_before_repair": 0,
        "gr-usage-met2_pct": 15.57,
        "grt_pass1_vias": 953,
        "top_usage_layer": "met2",
        "grt_max_degree": 10,
        "met1_usage_pct": 10.48,
    },
    "floorplan": {
        "die_area_um2": 6400,
        "placementRows": 21,
        "die_x_um": 80,
        "die_h_um": 80,
        "fp_util_pct": 32.56,
        "coreArea_um2": 3416,
        "io-pin-count": 147,
    },
    "placed_design": {
        "io_buffers": 82,
        "pre_cts_slack_ns": 0.4203,
        "place.gp.congestion": 0.7618,
        "dp_hpwl_um": 3049,
    },
    "run": {
        "warning_count": 32,
        "cap_violations": 0,
    },
    "hold_path": {
        "hp-class": "in2out",
    },
    "outcome": {
        "outcome": "finished clean",
    },
}
-- report_power, final --
group | internal, mW | switching, mW | total (mW)
combinational | 0.0591 | 0.0286 | 0.0877
clock | 0 | 0 | 0
sequential | 0 | 0 | 0
-- logic make-up after synthesis --
logic type	after synthesis
compound gates	15
buf+inv	101
mux	2
other cells	1
simple gates	47
-- synth_stat cells, drive strengths merged --
library cell,n
buf,96
nor3,11
nand2,8
nor2,8
a31oi,6
nand2b,5
clkbuf,4
nand3,4
or3,3
a211oi,2
and4b,2
o211ai,2
or2,2
or4,2
a21oi,1
a311oi,1
a32o,1
conb,1
inv,1
mux2,1
mux2i,1
nor3b,1
nor4,1
o21ai,1
o22ai,1
-- cell type report --
class | instances | area (µm²) | share of cell area [%]
tap | 46 | 57.56 | 4.060
timing repair buffer | 86 | 850.8 | 60.02
multi-input combinational | 99 | 505.5 | 35.66
inverter | 1 | 3.754 | 0.2648
-- critical path: cells and delay by family --
| kind | cells | cell delay [ns] |
|---|---|---|
| and+or+nand+nor | 3 | 1.46 |
| AOI/OAI and AO/OA | 1 | 0.09 |
| buffers and inverters | 2 | 0.96 |
-- stage by stage --
step / instance area [µm²] / total power, mW / utilization, % / hold slack [ns] / cells
floorplan: 1240 / 0.06591 / - / 1.973 / 200
global placement: 1418 / 0.09101 / 41.50 / 1.960 / 232
detailed placement: 1418 / 0.09059 / 41.50 / 1.960 / 232
CTS: 1418 / 0.09093 / 41.50 / 1.960 / 232
global route: 1418 / 0.09812 / 41.50 / 1.960 / 232
finish: 1418 / 0.08773 / 41.50 / 1.960 / 232
-- final timing paths --
check	startpoint	end	slack, ns	depth (start not counted)
max	instr[31]	ALUControl[0]	0.43	6
min	instr[10]	addr[10]	1.96	0
-- metal layers --
layer / wire [µm] / share of wire [%]
met1: 1264 / 37
met2: 1547 / 45
met3: 630 / 18
met4: 0 / 0
met5: 0 / 0
Power is estimated from default activity; no workload was simulated.
