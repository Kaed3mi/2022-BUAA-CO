### design.v
`timescale 1ns / 1ps
module ALU(
    input [31:0] a,
    input [31:0] b,
    input [31:0] op,
    output [31:0] out
    );
    wire [31:0] sra_ans = $signed($signed(a) >>> b);
    wire [31:0] slt_ans = $signed(a) < $signed(b) ? 32'b1 : 32'b0;
  assign out =  (op == 4'd0)  ? a + b    :
                (op == 4'd1)  ? a - b    :
                (op == 4'd2)  ? a & b    : 
                (op == 4'd3)   ? ras    :
                (op == 4'd4)  ? a ^ b    :
                (op == 4'd5)  ? ~(a | b) :
                (op == 4'd6)  ? a << b   :
                (op == 4'd7)  ? a >> b   :
                (op == 4'd8)  ? sra_ans  :
                (op == 4'd9)  ? slt_ans  :
                (op == 4'd10) ? a < b    :
                (op == 4'd11)  ? b << 16  :
                0;
	wire [32:0] a_ext = {a[31],a}, b_ext = {b[31],b};
  	wire [32:0] temp = a_ext + b_ext;
  	wire overflow = (temp[32]^temp[31]);
  	reg [31:0] a_n;
  	integer i, num_of_1;
  	always @(*) begin
		for(i=31;i>=0;i=i-1)begin
			if(i>31-b) a_n[i] = ~a[i];
			else a_n[i] = a[i];
		end
		for(i=0;i<32;i=i+1)
			if(i==0) num_of_1 = b[0];
    		else if(b[i]) num_of_1 = num_of_1 + 1;
	end	
	wire [31:0] ras = $signed($signed(a_n) >>> num_of_1);
endmodule
### run.sh
#!/bin/bash
# OpenROAD 26Q1-2900-gdf79404cd8, Yosys 0.63+post, stock flow scripts
make -C /OpenROAD-flow-scripts/flow DESIGN_CONFIG=/design/flow/config.mk WORK_HOME=/design/flow/orfs finish
### config.mk
export PLATFORM = sky130hd
export DESIGN_NAME = ALU
export DESIGN_NICKNAME = ALU
export VERILOG_FILES = /design/flow/design.v
export SDC_FILE = /design/flow/constraint.sdc
export NUM_CORES = 4
export LEC_CHECK = 1
export CORE_UTILIZATION = 40
### constraint.sdc
current_design ALU

set clk_period 28.2
set clk_io_pct 0.2

create_clock -name clk0 -period $clk_period

set non_clock_inputs [all_inputs -no_clocks]
set_input_delay [expr $clk_period * $clk_io_pct] -clock clk0 $non_clock_inputs
set_output_delay [expr $clk_period * $clk_io_pct] -clock clk0 [all_outputs]
==> summary.txt <==
From the run reports.

- The run finished, with violations left.
- The final reports fail on negative setup slack.
- The floorplan die area reads 42200 sq um.
- The final hold violation count is 0.
- The type of element launching the critical path reads an input pin.
- The headroom to the max-slew limit reads 25.2%.
- Setup violations remaining at the end of the flow were counted as 31.
- The kind of critical path is in2out.
- The gate count after technology mapping is 2540.
- The critical path arrival is 23.99 ns.
- The worst-margin pin slew is roughly 1.1 ns.
- The summed negative setup slack over all endpoints reads -37.42 ns.
- After floorplanning, the core was divided into 74 placement rows.
- The total wire length reads between 90000 and 100000 um.
- The count of tool warnings is about 100.
- The initial cell density of the core is between 40% and 50%.
- Setup repair after global routing could not meet its margin everywhere.
- The tally of unique sky130hd cells used after synthesis is 118.
- The total vias in the final route is 22645.
- The number of warning messages in the yosys log is 1.
- The post-route clock period utilization is 105%.
- The number of global-route vias before repair reads 20791.
- The placer congestion estimate is around 1.1.
- The endpoint kind of the worst setup timing path is an output port.
- The sequential cell count is 0.
- The first-pass detailed-route iteration total reads 12.
- Setup slack on the critical path of the routed design comes to -1.43 ns.
- Dividing the detail-routed wire length by the instance count gives 26.5 um.
- The maximum net fanout on the critical path reads 10.
- The worst hold path passes through 6 cells.
- The global router's overall resource usage reads a little over two fifths.
- The synthesized netlist was found by Yosys to have 2540 cells.
- The maximum single-stage delay on the critical path is 0.43 ns.
- The number of antenna-violating nets in the routed design reads 0.
- The final cell count without fillers is 3506.
- Entering global routing, the biggest net connects 59 pins.
- The post-layout minimum cycle time is 29.63 ns.
- The die boundary width is 205 um.
- The number of clock buffers in the layout reads 0.
- The number of violations of the max-capacitance limit is 0.
- The share of layout cells above drive strength 1 is between 20 and 30%.
- For reference, the top cells by count after synthesis are nor2_1 (299), nand2_1 (275), a21oi_1 (226), o21ai_0 (158), ha_1 (131).
- The worst hold margin reads about 12 ns.
- The cell repeated most along the worst path reads buf_4.
- The highest clock frequency the design can meet is 0.0337 GHz.
- The total cell area reported by yosys after synthesis reads approximately 17000 sq um.
- The required time at the endpoint of the critical path is 22.56 ns.
- Across the whole layout, storage elements account for 0 sq um.
- Per the detail_route report, vias per standard cell equal 6.46.
- For this design the top-level I/O count stands at 128.
- A synthesized cell averages 6.52 sq um.
- The worst setup slack before clock tree synthesis is -1.81 ns.
- The main area contributors are ha_1 (9.9%), a21oi_1 (6.8%), nor2_1 (6.8%).
- Relative to the synthesized area, the layout overhead comes to 40.5%.
- The number of antenna violations at the first check in global routing came to 3.
- Looking at area per cell type in the netlist, the leader is ha_1.
- The core footprint is a little over 40000 sq um.
- The master of the slowest instance on the critical path reads a32oi_4.
- The quantity of I/O buffers inserted on ports is about 130.
- In this run, post-CTS hold repair placed 0 buffers.
- The placed wire-length estimate after detailed placement reads around 72000 um.
- According to the hold report, the worst path is of the in2out type.
- The final max-slew violation count is 0.
- The routed layout reports a DRC error count of 0.
- The post-synthesis cell type with the largest instance count is nor2_1.
- The first-pass GRT wire length is ~130000 um.
- The iteration-0 DRC count of the detailed router reads 2530.
- The share of the synthesized area in the top cell type is 9.90%.
- After synthesis, flip-flops and latches occupy 0% of the total area.
- Per the GRT congestion report, total overflow comes to 0.
- Per the OpenROAD floorplan log, the height of the die is 205 um.
- The cell total after placement is 3329.
- The netlist area before placement is roughly 17000 sq um.
placed cells by master (no fill, tap or decap), drive strengths merged, types with 23 or more instances in the layout:
cell / instances
a211oi: 50
a21o: 33
a21oi: 228
a221oi: 23
a22oi: 26
a31oi: 28
and2: 29
buf: 504
clkdlybuf4s50: 92
ha: 131
inv: 119
mux2: 33
mux2i: 99
nand2: 276
nand3: 74
nor2: 302
nor3: 83
nor4: 24
o211ai: 27
o21ai: 175
o21bai: 32
o221ai: 24
o22ai: 34
o31ai: 24
or3: 23
xnor2: 129
xor2: 47
stage by stage:
stage | cell area [sq um] | util [%]
after floorplan | 17100 | -
after global placement | 20600 | 50.4
after detailed placement | 20600 | 50.4
after CTS | 22500 | 55.1
after global routing | 23300 | 57.0
final | 23300 | 57.0
critical path, delay by kind of cell:
| family | cells | cell delay [ns] |
|---|---|---|
| buffers and inverters | 50 | 6.20 |
| adder cells (fa/ha/maj) | 15 | 3.91 |
| AND-OR/OR-AND | 22 | 3.47 |
| AND/OR/NAND/NOR | 20 | 2.18 |
| XOR/XNOR | 7 | 1.71 |
| multiplexers | 4 | 0.84 |
layer usage:
layer / share of wire (%) / routed length [um] / up-vias / global-route usage [%]
li1: - / - / 10247 / -
met1: 40 / 37500 / 10595 / 59.2
met2: 41 / 37800 / 1518 / 62.3
met3: 12 / 11100 / 283 / 10.8
met4: 6.9 / 6430 / 2 / 24.3
met5: 0.015 / 14 / - / 0
worst paths after layout:
check             startpoint  endpoint
setup / recovery        b[0]    out[2]
hold / removal          b[1]    out[1]
layout make-up:
| cell class | count | area, sq um |
|---|---|---|
| Antenna cell | 1 | 2.50 |
| Inverter | 123 | 493 |
| Timing Repair Buffer | 603 | 5070 |
| Multi-Input combinational cell | 2247 | 17000 |
| Fill cell | 3575 | 17600 |
| Tap cell | 532 | 666 |
logic make-up after synthesis:
family	count (synthesis)	synth area share, %
AOI/OAI and AO/OA	859	34.6
xor gates and xnor gates	190	13.5
adders and majority gates	134	10.2
buffers and inverters	293	6.90
muxes	133	8.48
and+or+nand+nor	931	26.3
repair_timing:
action | in CTS | in global routing
gates resized | 255 | 149
gates cloned | 0 | 1
setup endpoints to repair | 31 | 31
pin swaps | 66 | 82
setup buffers | 154 | 44
